==> run.sh <==
#!/bin/bash
# OpenROAD 26Q1-2900-gdf79404cd8, Yosys 0.63+post, stock flow scripts
make -C /OpenROAD-flow-scripts/flow DESIGN_CONFIG=/design/flow/config.mk WORK_HOME=/design/flow/orfs finish
==> config.mk <==
export PLATFORM = sky130hd
export DESIGN_NAME = addr_gen
export DESIGN_NICKNAME = addr_gen
export VERILOG_FILES = /design/flow/design.v
export SDC_FILE = /design/flow/constraint.sdc
export NUM_CORES = 4
export LEC_CHECK = 1
export CORE_AREA = 10 10 110 110
export DIE_AREA = 0 0 120 120
export SYNTH_HDL_FRONTEND = slang
==> constraint.sdc <==
current_design addr_gen

set clk_period 2.5
set clk_io_pct 0.2

create_clock -name clk0 -period $clk_period [get_ports {clk}]

set non_clock_inputs [all_inputs -no_clocks]
set_input_delay [expr $clk_period * $clk_io_pct] -clock clk0 $non_clock_inputs
set_output_delay [expr $clk_period * $clk_io_pct] -clock clk0 [all_outputs]
==> design.v <==
module addr_gen #(parameter ROI_DEPTH = 6, ROI_WIDTH = 6, POI_DEPTH = 4, POI_WIDTH = 4,
									 ROI_ROWS = 64, ROI_COLS = 64, POI_ROWS = 16, POI_COLS = 16,
									 TOTAL_PIX = 4096, TOTAL_POI = 256)
(
	input logic clk,
	input logic reset,
	input logic en,
	input logic [4:0] w_row,
	input logic [POI_DEPTH-1:0] POI_row,
	input logic [POI_WIDTH-1:0] POI_col,
	output logic [4:0] w_row_next,
	output logic [POI_DEPTH-1:0] POI_row_next,
	output logic [POI_WIDTH-1:0] POI_col_next,
	output logic [ROI_DEPTH*2-1:0] w_addr_re,
	output logic [POI_DEPTH*2-1:0] POI_addr_re,
	output logic [4:0] w_row_wr
); 
	logic [4:0] w_row_next_n;
	logic [POI_DEPTH-1:0] POI_row_next_n;
	logic [POI_WIDTH-1:0] POI_col_next_n;
	logic [ROI_DEPTH*2-1:0] w_addr_re_n;
	logic [POI_DEPTH*2-1:0] POI_addr_re_n;
	always_comb begin
		if (w_row == 5'd31) w_row_next_n = 5'd0;
		else w_row_next_n = w_row + 1;
	end
	always_comb begin
		if (w_row == 5'd31) begin
			if (POI_row == (POI_ROWS-1) && POI_col == (POI_COLS-1)) begin
				POI_row_next_n = 0;
				POI_col_next_n = 0;  
			end else if (POI_row == (POI_ROWS-1)) begin
				POI_row_next_n = 0;
				POI_col_next_n = POI_col + 1;
			end else begin
				POI_row_next_n = POI_row + 1;
				POI_col_next_n = POI_col;
			end
		end else begin
			POI_row_next_n = POI_row;
			POI_col_next_n = POI_col;
		end
	end	
	always_comb begin
		w_addr_re_n = (POI_row + w_row) * 64 + POI_col;
		POI_addr_re_n = POI_row * 16 + POI_col;
	end	
	always_ff @(posedge clk) begin
		if (reset) begin
			w_row_next <= 0;
			POI_row_next <= 0;
			POI_col_next <= 0;
			w_addr_re <= 0;
			POI_addr_re <= 0;
			w_row_wr <= 0;
		end else begin
			if (en) begin
				w_row_next <= w_row_next_n;
				POI_row_next <= POI_row_next_n;
				POI_col_next <= POI_col_next_n;
				w_addr_re <= w_addr_re_n;
				POI_addr_re <= POI_addr_re_n;
				w_row_wr <= w_row;
			end
		end
	end
endmodule 
==> run_results.csv <==
group,metric,value,unit
status,status,"complete, no violations",
run,openroad.warnings,25,
global_routing,antenna_found_initial,0,
placement,place_ws,-0.0167,ns
layout,seqCellArea,641,µm²
clocking,clockRootBuffer,"clkbuf_8",
critical_path,crit_slowest_cell,"clkdlybuf4s50_1",
placement,dp.cells,349,
routing,routedWlPerCell,13.4,µm
routing,drt_iter0_drc,61,
critical_path,required,2.71,ns
placement,gp_congestion,0.850,
synth,edf_count,0,
routing,antenna_cells,0,
critical_path,crit_path_max_fanout,4,
power,peakVddDrop,184,µV
floorplan,die_w,120,µm
global_routing,grt_max_degree,24,
synth,synthCells,167,
layout,comb_area,817,µm²
synth,post_synth_num_cell_types,32,
sta,finalWorstSetupSlack,0.286,ns
routing,firstDrtPassIters,4,
synth,ys_dominant_reg_cell,"dfxtp_1",
critical_path,path_delay_family,"AND-OR/OR-AND gates",
synth,syn-cell-area,0.00156,mm²
sta,grt_setup_unrepaired,"no",
floorplan,core.rowCount,36,
layout,area_growth,51.1,%
global_routing,track_usage,6.36,%
sta,setup_viol_count_final,0,
sta,finalHoldViolations,0,
critical_path,cp-start-kind,"input pin",
synth,numSynthFlops,32,
global_routing,grt_pass1_vias,1368,
routing,routed_via_density,3.80,
floorplan,core_area,0.00977,mm²
layout,drive_gt1_share,10.7,%
clocking,cts_tree,"done",
synth,yosys_cells,167,
routing,drtAntennaViolNets,0,
clocking,ctsHoldBuffers,0,
floorplan,io_pins,54,
clocking,cts_resized,0,
floorplan,initCoreUtil,15.9,%
clocking,cts_buffers,5,
synth,ys_seq_share,41.2,%
placement,post-dp-hpwl,3800,µm
clocking,path_clk_slew,0.07,ns
clocking,cts_htree_levels,2,
layout,num-fill-cells,1059,
critical_path,cp-end-kind,"register",
critical_path,cp_data_arrival_time,2.42,ns
layout,instances_no_fill,357,
sta,drv_slew,0,
placement,port_buffers,51,
floorplan,die_y,120,µm
floorplan,die_area,0.0144,mm²
sta,fmax,0.452,GHz
power,pwr_density_cell,554,mW/mm²
synth,synthArstFlopShare,0,%
sta,setup_tns,0,ns
global_routing,grt_overflow,0,
sta,holdWs,0.465,ns
hold_path,hp-class,"register to register",
clocking,clock_sinks,32,
sta,min_period,2.21,ns
global_routing,grt_pass1_wl,7420,µm
synth,yosys_area,0.00156,mm²
routing,drc_errors,0,
synth,syn_area_per_cell,9.31,µm²
sta,fin_skew,0,ns
routing,route.vias.total,1355,
routing,drt_wl_total,4790,µm
critical_path,crit_chain,"clkdlybuf4s50_1 -> buf_4 -> ha_1 -> fa_1 -> a21o_1 -> a2111o_1 -> o221ai_1",
power,p_leak,0.926,nW
clocking,cts.path.max_buffers,2,
placement,placed_cell_area,0.00224,mm²
layout,finalInstanceArea,0.00235,mm²
critical_path,crit_buf_inv,2,
critical_path,path_class,"input pin to register",
sta,fin_crit_sh,88.6,%
clocking,post_cts_buffers,0,
synth,yosys_warnings,0,
critical_path,slowest_delay,0.43,ns
clocking,clock.latency.late_pin,0.29,ns
run,drv_cap,0,
[metrics by stage]
| stage | power (mW) | utilization [%] |
|---|---|---|
| final | 1.30 | 24.0 |
| after CTS | 1.32 | 24.0 |
| after detailed placement | 0.818 | 22.9 |
| after floorplan | 0.669 | - |
| after global routing | 1.37 | 24.0 |
| after global placement | 0.818 | 22.9 |
[worst register-to-register path, cell delays in order, from the launching register on]
cell      delay [ns]
dfxtp_1         0.33
inv_1           0.04
o311ai_0        0.28
[cell families after synthesis]
kind of cell	Yosys count	share of synthesized area, %
other cells	1	0.241
xor+xnor	5	2.82
compound gates	30	13.2
fa+ha+maj	9	7.72
simple gates	54	17.4
mux	17	10.9
flops	32	41.2
buf+inv	19	6.52
[power breakdown]
part | internal (mW) | switching (mW)
Sequential | 0.545 | 0.0190
Clock | 0.295 | 0.202
Combinational | 0.141 | 0.0994
[registers in the layout (all words and copies together), names as in the netlist]
register,count
POI_addr_re,8
POI_col_next,4
POI_row_next,4
w_addr_re,6
w_row_next,5
w_row_wr,5
[routing by layer]
| layer | up-vias | routed length, µm | GRT usage (%) |
|---|---|---|---|
| met4 | 0 | 153 | 1.89 |
| li1 | 694 | - | - |
| met1 | 619 | 1890 | 7.14 |
| met5 | - | 0 | 0 |
| met2 | 32 | 2470 | 11.2 |
| met3 | 10 | 275 | 2.14 |
[final timing paths]
kind,start,endpoint,slack [ns],depth (start not counted)
worst min register to register,POI_row_next[0],POI_row_next[0],0.47,2
worst min-delay path,POI_row_next[0],POI_row_next[0],0.47,2
worst max-delay path,w_row[0],w_addr_re[10],0.29,7
worst max register to register,w_addr_re[9],w_addr_re[9],1.75,2
[layout by cell type, fill, tap and decap left out, types with 2 or more instances in the layout]
master,n
nand3b_1,2
buf_4,13
and3_1,3
ha_1,8
a21oi_1,11
nand3_1,5
a211oi_1,5
clkdlybuf4s50_1,50
dfxtp_1,32
nand2_1,10
or3_1,3
or4_1,2
nor3b_1,2
xor2_1,3
a311oi_1,3
xnor2_1,2
mux2i_1,17
o21ai_0,2
clkbuf_8,5
nor2_1,25
a21o_1,3
inv_1,3
conb_1,2
[cells in the mapped netlist (2+ instances only)]
| cell | instances | share of area, % |
|---|---|---|
| inv_1 | 3 | 0.72 |
| mux2i_1 | 17 | 11 |
| dfxtp_1 | 32 | 41 |
| a21o_1 | 3 | 1.4 |
| xnor2_1 | 2 | 1.1 |
| nor3b_1 | 2 | 0.97 |
| nand2_1 | 10 | 2.4 |
| nor2_1 | 25 | 6.0 |
| a21oi_1 | 11 | 3.5 |
| ha_1 | 8 | 6.4 |
| buf_2 | 3 | 0.97 |
| and3_1 | 3 | 1.2 |
| o21ai_0 | 2 | 0.64 |
| a311oi_1 | 3 | 1.7 |
| or3_1 | 3 | 1.2 |
| or4_1 | 2 | 0.97 |
| clkbuf_1 | 6 | 1.4 |
| a211oi_1 | 5 | 2.4 |
| nand3_1 | 5 | 1.6 |
| nand3b_1 | 2 | 0.97 |
| buf_4 | 7 | 3.4 |
| xor2_1 | 3 | 1.7 |
[layout make-up]
class / instances / share of cell area (%)
well taps: 133 / 7.08
multi-input cells: 117 / 34.8
clock buffers: 5 / 2.93
flip-flops and latches: 32 / 27.3
inverters: 3 / 0.479
repair buffers: 64 / 25.7
clock inverters: 3 / 1.81
Power figures rest on the tool's default switching activity, not on a simulated workload.
